File: design.v
`timescale 1ns / 1ps
module vga_controller(
    input clk_148MHz,
    input reset,     
    input [11:0] sw,  
    input btnU,       
    input btnD,       
    input btnR,     
    input btnL,       
    output hsync,     
    output vsync,    
    output video_on,  
    output reg [11:0] h_count_reg,  
    output reg [11:0] v_count_reg,  
    output reg [3:0] vgaRed,      
    output reg [3:0] vgaGreen,    
    output reg [3:0] vgaBlue      
);
    parameter HD       = 1920;  
    parameter HF       = 88;    
    parameter HR       = 44;    
    parameter HB       = 148;   
    parameter HMAX     = HD+HF+HB+HR;  
    parameter VD       = 1080;  
    parameter VF       = 4;     
    parameter VR       = 5;     
    parameter VB       = 36;    
    parameter VMAX     = VD+VF+VB+VR;  
    parameter R                  = 100;  
    parameter R_SQ               = R*R;  
    parameter CIRC_WIDTH         = 2 * R;  
    parameter ONE_THIRD_CIRC_WIDTH = CIRC_WIDTH / 3;  
    parameter TWO_THIRDS_CIRC_WIDTH = ONE_THIRD_CIRC_WIDTH * 2;  
    parameter BUTTON_MOVE_INTERVAL = 300000;  
    parameter SQUARE_X_START = 1400;
    parameter SQUARE_Y_START = 0;
    parameter SQUARE_LENGTH  = 200;  
    parameter SQUARE_WIDTH   = 1080;  
    parameter SQUARE_X_END   = SQUARE_X_START + SQUARE_LENGTH;  
    parameter SQUARE_Y_END   = SQUARE_Y_START + SQUARE_WIDTH;  
    reg [25:0] button_move_counter = 0;  
    reg [11:0] circ_center_h = HD / 2;  
    reg [11:0] circ_center_v = VD / 2;  
    wire reset_circ_collision;        
    wire [11:0] circ_center_h_reset_val;  
    wire [11:0] circ_center_v_reset_val;  
    wire signed [12:0] dx_circ       = h_count_reg - circ_center_h;  
    wire signed [12:0] dy_circ       = v_count_reg - circ_center_v;  
    wire [21:0] dist_sq_circ         = dx_circ*dx_circ + dy_circ*dy_circ;  
    wire signed [12:0] relative_h    = h_count_reg - (circ_center_h - R);  
    always @(posedge clk_148MHz or posedge reset) begin
        if(reset)
            h_count_reg <= 0;
        else if(h_count_reg == HMAX)
            h_count_reg <= 0;
        else
            h_count_reg <= h_count_reg + 1;
    end
    always @(posedge clk_148MHz or posedge reset) begin
        if(reset)
            v_count_reg <= 0;
        else if (h_count_reg == HMAX) begin  
            if(v_count_reg == VMAX)
                v_count_reg <= 0;
            else
                v_count_reg <= v_count_reg + 1;
        end
    end
    always @(posedge clk_148MHz or posedge reset) begin
        if (reset) begin
            button_move_counter <= 0;
        end else if (sw[2]) begin  
            if (button_move_counter >= BUTTON_MOVE_INTERVAL) begin
                button_move_counter <= 0;  
            end else begin
                button_move_counter <= button_move_counter + 1;  
            end
        end
    end
    always @(posedge clk_148MHz or posedge reset) begin
        if (reset) begin
            circ_center_h <= HD/2;  
        end else if (sw[2]) begin  
            if (reset_circ_collision) begin  
                circ_center_h <= circ_center_h_reset_val;
            end else if (button_move_counter >= BUTTON_MOVE_INTERVAL) begin  
                if (btnL && circ_center_h > R)  
                    circ_center_h <= circ_center_h - 1;
                else if (btnR && circ_center_h < (HD - R))  
                    circ_center_h <= circ_center_h + 1;
            end
        end
    end
    always @(posedge clk_148MHz or posedge reset) begin
        if (reset) begin
            circ_center_v <= VD/2;  
        end else if (sw[2]) begin  
            if (reset_circ_collision) begin  
                circ_center_v <= circ_center_v_reset_val;
            end else if (button_move_counter >= BUTTON_MOVE_INTERVAL) begin  
                if (btnU && circ_center_v > R)  
                    circ_center_v <= circ_center_v - 1;
                else if (btnD && circ_center_v < (VD - R))  
                    circ_center_v <= circ_center_v + 1;
            end
        end
    end
    always @(posedge clk_148MHz or posedge reset) begin
        if(reset) begin
            vgaRed   <= 4'b0000;
            vgaGreen <= 4'b0000;
            vgaBlue  <= 4'b0000;
        end else begin
            if(video_on) begin  
                if(sw[0]) begin  
                    if(h_count_reg < HD/3) begin
                        vgaRed   <= 4'b0000;
                        vgaGreen <= 4'b0000;
                        vgaBlue  <= 4'b1111;  
                    end else if (h_count_reg < (HD*2)/3) begin
                        vgaRed   <= 4'b1111;
                        vgaGreen <= 4'b1100;
                        vgaBlue  <= 4'b0000;  
                    end else begin
                        vgaRed   <= 4'b1111;
                        vgaGreen <= 4'b0000;
                        vgaBlue  <= 4'b0000;  
                    end
                end else if(sw[1]) begin  
                    if(v_count_reg < VD/3) begin
                        vgaRed   <= 4'b0000;
                        vgaGreen <= 4'b0000;
                        vgaBlue  <= 4'b0000;  
                    end else if (v_count_reg < (VD*2)/3) begin
                        vgaRed   <= 4'b1111;
                        vgaGreen <= 4'b0000;
                        vgaBlue  <= 4'b0000;  
                    end else begin
                        vgaRed   <= 4'b1111;
                        vgaGreen <= 4'b1100;
                        vgaBlue  <= 4'b0000;  
                    end
                end else if(sw[2]) begin  
                    if(dist_sq_circ <= R_SQ) begin  
                        if(relative_h < ONE_THIRD_CIRC_WIDTH) begin
                            vgaRed   <= 4'b0000;
                            vgaGreen <= 4'b0000;
                            vgaBlue  <= 4'b1111;  
                        end else if (relative_h < TWO_THIRDS_CIRC_WIDTH) begin
                            vgaRed   <= 4'b1111;
                            vgaGreen <= 4'b1100;
                            vgaBlue  <= 4'b0000;  
                        end else begin
                            vgaRed   <= 4'b1111;
                            vgaGreen <= 4'b0000;
                            vgaBlue  <= 4'b0000;  
                        end
                    end else if(h_count_reg >= SQUARE_X_START && h_count_reg <= SQUARE_X_END &&
                                 ( (v_count_reg >= SQUARE_Y_START && v_count_reg <= 600) ||
                                   (v_count_reg >= 850 && v_count_reg <= SQUARE_Y_END) )
                                ) begin  
                        vgaRed   <= 4'b0110;
                        vgaGreen <= 4'b1000;
                        vgaBlue  <= 4'b1101;  
                    end else begin
                        vgaRed   <= 4'b1111;
                        vgaGreen <= 4'b1111;
                        vgaBlue  <= 4'b1111;  
                    end
                end else begin  
                    vgaRed   <= 4'b1111;
                    vgaGreen <= 4'b0011;
                    vgaBlue  <= 4'b1100;  
                end
            end else begin  
                vgaRed   <= 4'b0000;
                vgaGreen <= 4'b0000;
                vgaBlue  <= 4'b0000;
            end
        end
    end
    assign hsync      = (h_count_reg >= (HD+HF) && h_count_reg <= (HD+HF+HR));
    assign vsync      = (v_count_reg >= (VD+VF) && v_count_reg <= (VD+VF+VR));
    assign video_on   = (h_count_reg < HD) && (v_count_reg < VD);
    assign reset_circ_collision = ( (circ_center_h + R >= SQUARE_X_START && circ_center_h - R <= SQUARE_X_END &&
                                     ( (circ_center_v + R >= SQUARE_Y_START && circ_center_v - R <= 600) ||
                                       (circ_center_v + R >= 850 && circ_center_v - R <= SQUARE_Y_END) ) ) ||
                                   (circ_center_h - R <= 0) ||    
                                   (circ_center_h + R >= HD) ||   
                                   (circ_center_v - R <= 0) ||    
                                   (circ_center_v + R >= VD) );   
    assign circ_center_h_reset_val = HD/2;
    assign circ_center_v_reset_val = VD/2;
endmodule
File: run.sh
#!/bin/bash
# OpenROAD 26Q1-2900-gdf79404cd8, Yosys 0.63+post, stock flow scripts
make -C /OpenROAD-flow-scripts/flow DESIGN_CONFIG=/design/flow/config.mk WORK_HOME=/design/flow/orfs finish
File: config.mk
export PLATFORM = sky130hd
export DESIGN_NAME = vga_controller
export DESIGN_NICKNAME = vga_controller
export VERILOG_FILES = /design/flow/design.v
export SDC_FILE = /design/flow/constraint.sdc
export NUM_CORES = 4
export LEC_CHECK = 1
export CORE_UTILIZATION = 50
File: constraint.sdc
current_design vga_controller

set clk_period 19.1
set clk_io_pct 0.2

create_clock -name clk0 -period $clk_period [get_ports {clk_148MHz}]

set non_clock_inputs [all_inputs -no_clocks]
set_input_delay [expr $clk_period * $clk_io_pct] -clock clk0 $non_clock_inputs
set_output_delay [expr $clk_period * $clk_io_pct] -clock clk0 [all_outputs]
==> results_slide.txt <==
Physical Implementation Snapshot

Outcome
  • Outcome: completed

Clocking
  • CTS tree: done
  • Post-CTS sizing: 0
  • Latest clock arrival within the worst-skew pair: 0.37 ns
  • Post-CTS setup buffers: 0
  • Sink Count: 82
  • Cts hold-fix bufs: 0
  • H-tree levels: 3
  • CTS root buf: clkbuf_16
  • Total CTS buffers: 9
  • Worst-path clk slew: ~0.07 ns
  • Clock Path Buffers: 2

Global routing
  • Vias in the first global route: 13.5k
  • GRT Util Overall: between 20% and 30%
  • First-pass GRT wire length: around 71 mm
  • Initial antenna violation count: 0
  • Overflow after GRT: 0
  • Largest net degree at the start of global routing: 45

Worst setup path
  • Worst path arrival time: 10.20 ns
  • CP Class: reg2reg
  • Critical Path End Type: register
  • Worst setup SP type: register
  • Slowest-stage cell, CP: xor2_1
  • Worst Path Required: 19.33 ns
  • Largest stage delay, worst path: 0.61 ns
  • Crit-path max FO: 9
  • Most frequent cell on the critical path: fa_1

Timing
  • Hold Fails Final Rpt: 0
  • Slew @ Worst Pin: 0.863 ns
  • Fin crit period: 9.97 ns
  • Slew headroom: 42.1%
  • Fmax achieved: between 0.1 and 0.15 GHz
  • RSZ-0062 raised after global routing: false
  • Setup violations, final: 0
  • Max-slew violations: 0
  • Setup tns final: 0 ns
  • Final WS setup: 9.13 ns
  • Clk_skew: 0.0126 ns
  • Final period util: between 50% and 60%

Layout
  • Post-Layout Cell Count: 2479
  • Post-layout instance area: ~19000 um2
  • Layout cell share with drive strength beyond 1: slightly above 4%
  • Most flop-heavy register: button_move_counter
  • Largest register FFs: 26
  • Synth-to-layout area growth: 7.21%

Logic synthesis
  • Aoi share: 12.1%
  • Synth Cell Area: 17500 um2
  • Area figure in the yosys stat output: 17500 um2
  • Asr flop ratio synth: 100%
  • Logic family by area: adder cells
  • Area leader, netlist: fa_1
  • MUX area fraction: 0.421%
  • Synth Flop Type: dfrtp_1
  • Synth Register Bits: just over 80
  • YS warnings: 1
  • Post-Syn Instances: 1995
  • Top cell type's share of synthesized area: 32.3%
  • Post-synth EDFFs: 0
  • Yosys Instances: 1995
  • Adder share: between 40 and 50%
  • Post-Synth Simple-Gate Area: 14.3%
  • Distinct lib cells used: 86
  • Syn avg cell area: 8.78 um2
  • Register share after synthesis: 11.8%
  • Synth top area cells: fa_1, ha_1, dfrtp_1
  • XOR Share, Synth: 6.99%

Die
  • Core area: between 30000 and 40000 um2
  • Fp_density: roughly 50%
  • Die height: approximately 190 um
  • Die area: 35800 um2
  • Core Rows: 68
  • Die width: 189 um
  • Top Ports: about 57

Power and ir drop
  • Clock share of power: 10.1%
  • Power Total: 1.81 mW
  • Seq pwr share: between 10% and 20%
  • Pint: 0.868 mW
  • Max rail drop VDD: around 0.44 mV
  • Sw Share: 52.0%
  • Switch Pwr: ~0.94 mW
  • Pleak: 9.49 nW
  • Power per Cell Area: 96.3 nW/um2
  • Gate power share: 79.4%

Detailed routing
  • Vias: 13.4k
  • Vias per Instance: ~5.4
  • Inserted Diodes: 0
  • # DRC: 0
  • Routed length per instance: about 17 um
  • Routed WL: 42.7 mm
  • Routed Antenna Nets: 0
  • DRT iter0 DRCs: 678
  • DRT Pass-1 Iters: 5

Placed design
  • GPL Wtd Cong: 0.928
  • Post-DP Area: approximately 18000 um2
  • Port bufs: 47
  • Dpl cells: 2463
  • Post-Place Setup Slack: 9.21 ns
  • HPWL Detailed: 35.3 mm

Min path
  • HP Class: reg2reg

Run
  • Tool warnings: 49
  • Max Cap Viol: 0
==> cell usage after synthesis, types with 5 or more instances <==
library cell / count
inv_1: 401
fa_1: 283
nor2_1: 209
ha_1: 166
nand2_1: 129
xnor2_1: 84
a21oi_1: 81
dfrtp_1: 74
o21ai_0: 66
xor2_1: 43
nand3_1: 42
clkbuf_1: 41
nor3_1: 35
nand2b_1: 26
nand4_1: 21
nor2b_1: 18
a21o_1: 16
a31oi_1: 14
and3_1: 14
o21a_1: 13
o22ai_1: 11
a211oi_1: 10
o21bai_1: 10
and2_1: 9
o211ai_1: 9
or2_2: 9
buf_2: 8
dfstp_2: 8
nor4_1: 8
or3_1: 8
a22o_1: 7
o31ai_1: 6
a2111oi_0: 5
a22oi_1: 5
a41oi_1: 5
buf_4: 5
o2111ai_1: 5
==> power groups by stage <==
stage	clock [mW]	sequential, mW	combinational, mW
6_report	0.183	0.188	1.44
5_1_grt	0.195	0.190	1.66
4_1_cts	0.189	0.188	1.45
==> layer usage <==
layer	global-route usage, %	part of all wire [%]	vias up
met2	41.9	48	316
met4	6.42	3.1	0
met1	41.3	43	6526
li1	-	-	6459
met5	0	0	-
met3	6.23	6.1	60
==> final cells by class <==
cell class,instances,area (um2)
Fill cell,3156,15800
Multi-Input combinational cell,1448,13700
Sequential cell,82,2060
Inverter,410,1550
Timing Repair Buffer,68,628
Tap cell,455,569
Clock buffer,9,225
Clock inverter,7,81.3
==> cells by family after synthesis <==
family                     count (synthesis)
and+or+nand+nor                          545
buffers and inverters                    465
adders and majority gates                449
AOI/OAI and AO/OA                        315
xor gates and xnor gates                 132
DFF                                       82
muxes                                      7
==> layout by cell type, fill, tap and decap left out, types with 8 or more instances in the layout <==
cell type	Yosys	final
inv_1	401	400
fa_1	283	283
nor2_1	209	209
ha_1	166	166
nand2_1	129	129
xnor2_1	84	84
a21oi_1	81	81
dfrtp_1	74	74
o21ai_0	66	66
clkdlybuf4s50_1	0	47
xor2_1	43	43
nand3_1	42	42
nor3_1	35	35
nand2b_1	26	26
nand4_1	21	21
buf_4	5	21
nor2b_1	18	18
a21o_1	16	16
and3_1	14	14
a31oi_1	14	14
o21a_1	13	13
o22ai_1	11	11
a211oi_1	10	10
o21bai_1	10	10
o211ai_1	9	9
and2_1	9	9
or2_2	9	9
clkbuf_16	0	9
nor4_1	8	8
or3_1	8	8
dfstp_2	8	8
==> critical path, delay by kind of cell (launching register included) <==
family          cells  cell delay [ns]
simple gates        3             0.44
xor+xnor            2             1.01
fa+ha+maj           9             4.38
compound gates     14             2.97
buf+inv             6             0.46
flops               1             0.57
==> per-stage QoR <==
step | util (%) | hold slack, ns
floorplan | - | 0.474
global placement | 53.5 | 0.504
detailed placement | 53.5 | 0.517
CTS | 54.4 | 0.535
global route | 54.4 | 0.568
finish | 54.4 | 0.529
==> final timing paths <==
| check | start | end | slack (ns) | cells past startpoint |
|---|---|---|---|---|
| hold reg to reg | button_move_counter[24] | button_move_counter[24] | 0.53 | 2 |
| setup reg to reg | circ_center_h[2] | vgaRed[0] | 9.13 | 34 |
| setup / recovery | circ_center_h[2] | vgaRed[0] | 9.13 | 34 |
| max in group asynchronous | reset | vgaBlue[1] | 14.15 | 3 |
| hold / removal | button_move_counter[24] | button_move_counter[24] | 0.53 | 2 |
| min in group asynchronous | reset | circ_center_v[8] | 3.90 | 2 |
Power and IR drop assume default switching activity.
